[./run.sh]
#!/bin/bash
# OpenROAD 26Q1-2900-gdf79404cd8, Yosys 0.63+post, stock flow scripts
make -C /OpenROAD-flow-scripts/flow DESIGN_CONFIG=/design/flow/config.mk WORK_HOME=/design/flow/orfs finish
[./config.mk]
export PLATFORM = sky130hd
export DESIGN_NAME = agu
export DESIGN_NICKNAME = agu
export VERILOG_FILES = /design/flow/design.v
export SDC_FILE = /design/flow/constraint.sdc
export NUM_CORES = 4
export LEC_CHECK = 1
export CORE_AREA = 10 10 85 85
export DIE_AREA = 0 0 95 95
[./constraint.sdc]
current_design agu

set clk_period 14.5
set clk_io_pct 0.2

create_clock -name clk0 -period $clk_period

set non_clock_inputs [all_inputs -no_clocks]
set_input_delay [expr $clk_period * $clk_io_pct] -clock clk0 $non_clock_inputs
set_output_delay [expr $clk_period * $clk_io_pct] -clock clk0 [all_outputs]
[./design.v]
`timescale 1ns/100ps
module agu( 
	input [31:0]  						opa,
	input [31:0]  						opb,		
	output reg [31:0]					result
);
	assign result = opa + opb;
endmodule 
==> flow_summary.json <==
{
  "outcome": "finished, final reports clean",
  "critPathKind": "in -> out",
  "clock_buffer_count": 0,
  "grt_max_degree": 11,
  "vias_per_cell": 5.153,
  "top_area_share_pct": 22.24,
  "period_needed_ns": 8.725,
  "seqCellArea_um2": 0,
  "layout-drive-gt1-share_pct": 3.067,
  "io_buffers": 96,
  "fmax_ghz": 0.1146,
  "rsz0062_at_grt": "no",
  "whs_path_depth": 3,
  "startpoint": "opa[0]",
  "cts_hold_buf": 0,
  "ctsResizeCount": 0,
  "hold_path.class": "in -> out",
  "tns_ns": 0,
  "synth_cells": 241,
  "logic_area_um2": 1678,
  "syn_area_um2": 1744,
  "area_delta_synth_final_pct": 57.75,
  "hpwl_um": 5111,
  "gp_congestion": 0.9245,
  "slew_violations": 0,
  "crit_end": "result[26]",
  "die_w_um": 95,
  "detail_route.wl_per_cell_um": 14.49,
  "fp-row-count": 27,
  "top_area_cell": "ha_1",
  "ys_area_um2": 1744,
  "drc": 0,
  "ys_cells": 241,
  "insertedDiodeCount": 0,
  "finalClockPeriodUsage_pct": 60.17,
  "routed_wl_um": 5766,
  "io_pins": 96,
  "dr.pass1.iters": 4,
  "nFillCells": 565,
  "required_ns": 11.60,
  "flop-count": 0,
  "power_mw": 0.1326,
  "yosys_warnings": 1,
  "area_leaders": "ha_1 22%, a21oi_1 8.3%, a21o_1 8.2%",
  "vias": 2051,
  "synth_cell_types": 50,
  "grt_pass1_wl_um": 9466,
  "critPathLaunchType": "input pin",
  "die_h_um": 95,
  "max_slew_margin_pct": 63.10,
  "max_cap_violations": 0,
  "drtAntennaViolNets": 0,
  "drt_iter0_markers": 35,
  "worst_pin_slew_ns": 0.5395,
  "mostFrequentLayoutCell": "clkdlybuf4s50_1",
  "layout_top_cells": "96 x clkdlybuf4s50_1, 31 x ha_1, 29 x a21oi_1, 19 x a21o_1, 18 x nand2_1",
  "track_usage_pct": 12.32,
  "peakVddDrop_mv": 0.01920,
  "core-area_um2": 5473,
  "crit_arrival_ns": 5.82,
  "final_cells": 398,
  "placedCellCount": 398,
  "grt_remaining_overflow": 0,
  "p_leak_nw": 1.176,
  "grt_pass1_vias": 2030,
  "crit_fanout": 4,
  "die-area_um2": 9025,
  "warning_count": 32,
  "finalHoldViolations": 0,
  "post_cts_buffers": 0,
  "setup_viol": 0,
  "antenna_found_initial": 0,
  "syn_avg_cell_area_um2": 7.237,
  "fp_util_pct": 31.87,
  "end_kind": "primary output",
  "ys_seq_share_pct": 0,
  "power.density_nw_per_um2": 48.20
}
-- layout make-up --
class | count | area share, %
tap | 72 | 3.274
timing repair buffer | 96 | 34.92
inverter | 6 | 0.8186
multi-input combinational | 224 | 60.98
-- cell usage after synthesis, drive strengths merged (2+ instances only) --
cell type	count
nand2	18
nor2	12
nand3	10
or2	3
nor3	4
o221ai	2
buf	3
o21a	2
o211ai	3
ha	31
nand4	8
a211oi	3
a31oi	3
a311oi	3
a21oi	29
a21o	19
clkbuf	8
o21ai	15
mux2i	2
xnor2	13
o311ai	2
inv	6
o21bai	5
xor2	15
nand2b	2
-- where the power goes --
group | total (mW) | leakage, nW | internal [mW] | switching [mW]
Clock | 0 | 0 | 0 | 0
Sequential | 0 | 0 | 0 | 0
Combinational | 0.133 | 1.18 | 0.0802 | 0.0524
-- critical path, cell delays in order --
cell and delay (ns):
clkdlybuf4s50_1 0.40, ha_1 0.24, fa_1 0.40, a21o_1 0.22, a31o_2 0.28, nand3_1 0.09, o221ai_1 0.23, a311oi_1 0.33
o21bai_1 0.10, xor2_1 0.13, clkdlybuf4s50_1 0.50
-- stage by stage --
step | cell area, µm² | setup slack (ns) | hold WS, ns | utilization, %
final | 2751 | 5.775 | 6.828 | 50.27
after global routing | 2751 | 5.532 | 6.873 | 50.27
after CTS | 2751 | 5.759 | 6.840 | 50.27
after detailed placement | 2751 | 5.770 | 6.846 | 50.27
after global placement | 2751 | 5.792 | 6.844 | 50.27
after floorplan | 1744 | 6.875 | 5.872 | -
-- cells by family after synthesis --
logic type                 Yosys count  synth area share [%]
xor gates and xnor gates            28                 14.06
buffers and inverters               17                 3.802
AOI/OAI and AO/OA                   97                 39.31
and+or+nand+nor                     65                 18.29
adders and majority gates           32                 23.39
muxes                                2                 1.148
-- worst min-delay path by stage --
| stage | startpoint | to |
|---|---|---|
| after CTS | opb[0] | result[0] |
| after global routing | opb[0] | result[0] |
| final | opb[0] | result[0] |
-- per-layer routing --
layer / track usage, % / wire [µm] / vias up
li1: - / - / 1098
met1: 16.58 / 2747 / 900
met2: 21.00 / 2566 / 53
met3: 2.644 / 452 / 0
met4: 0 / 0 / 0
met5: 0 / 0 / -
No activity file was given, so power comes from the tool's default toggle rates.
