<file path="design/flow/config.mk">
export PLATFORM = sky130hd
export DESIGN_NAME = sync_fifo
export DESIGN_NICKNAME = sync_fifo
export VERILOG_FILES = /design/flow/design.v
export SDC_FILE = /design/flow/constraint.sdc
export NUM_CORES = 4
export LEC_CHECK = 1
export CORE_UTILIZATION = 50
</file>
<file path="design/flow/constraint.sdc">
current_design sync_fifo

set clk_period 3.6
set clk_io_pct 0.2

create_clock -name clk0 -period $clk_period [get_ports {clk}]

set non_clock_inputs [all_inputs -no_clocks]
set_input_delay [expr $clk_period * $clk_io_pct] -clock clk0 $non_clock_inputs
set_output_delay [expr $clk_period * $clk_io_pct] -clock clk0 [all_outputs]
</file>
<file path="design/flow/design.v">
module sync_fifo #(
	parameter WIDTH = 8,
	parameter DEPTH = 16					
) 
( 
	input  					clk 			, 
	input  					rst_n 			, 
	input  					wr_en 			,
	input  					rd_en 			, 
	input  		[WIDTH-1:0] data_in 		, 
	output reg	[WIDTH-1:0] data_out 		, 
	output 					empty 			, 
 	output 					full 
); 
	reg [$clog2(DEPTH)-1:0] wr_addr ; 
 	reg [$clog2(DEPTH)-1:0] rd_addr ; 
 	reg [$clog2(DEPTH):0] 	count ; 
 	reg [WIDTH-1:0] 		fifo [0:DEPTH-1] ;  
	assign empty = count == 0;
	assign full = count == DEPTH;	
 	always@(posedge clk or negedge rst_n) begin 
 		if(rst_n == 1'b0) 
 			data_out <= 0; 
 		else if(rd_en && empty==0) 
 			data_out<=fifo[rd_addr]; 
 	end
 	always@(posedge clk ) begin 
 		if(wr_en==1 && full==0) 
 			fifo[wr_addr] <= data_in; 
 	end 
 	always@(posedge clk or negedge rst_n) begin 
 		if(rst_n == 1'b0) 
 			rd_addr <= 0; 
 		else if(empty==0 && rd_en==1) 
 			rd_addr <= rd_addr + 1; 
 	end 
 	always@(posedge clk or negedge rst_n) begin 
 		if(rst_n == 1'b0) 
 			wr_addr <= 0; 
 		else if(full==0 && wr_en==1)
 			wr_addr <= wr_addr + 1; 
 	end 
 	always@(posedge clk or negedge rst_n) begin 
 		if(rst_n == 1'b0) 
 			count <= 0; 
 		else begin 
 			case({wr_en,rd_en}) 
 				2'b00: 
					count <= count; 
 				2'b01: 
 					if(~empty) 
 						count <= count - 1; 
 				2'b10: 
 					if(~full) 
 						count <= count + 1; 
 				2'b11: 
					count <= count; 
 			endcase 
 		end 
 	end 
endmodule
</file>
<file path="design/flow/run.sh">
#!/bin/bash
# OpenROAD 26Q1-2900-gdf79404cd8, Yosys 0.63+post, stock flow scripts
make -C /OpenROAD-flow-scripts/flow DESIGN_CONFIG=/design/flow/config.mk WORK_HOME=/design/flow/orfs finish
</file>
==> summary.rpt <==
==== FLOW RESULTS ====
----------------------------------------------------
[Status]
  Status ........................ finished with violations
  Violations in the final reports ........................ design-rule violations

[Floorplanning]
  Height of the chip ........................ 111.5 um
  Num rows ........................ 39
  IO Pins ........................ 22
  Horizontal extent of the die ........................ 111.5 um
  Core region area ........................ 11560 um2
  Chip area ........................ 12440 um2
  Starting density of the core ........................ about half

[Synth]
  Yosys warning tally ........................ 1
  Register area share after synthesis ........................ between 70% and 80%
  Most used DFF post-synth ........................ sky130_fd_sc_hd__edfxtp_1
  Area of the synthesized netlist per yosys stat ........................ 5997 um2
  Number of cells in Yosys stat ........................ around 310
  Gate count after technology mapping ........................ ~300
  FF+latch count, synth ........................ 149
  Synth cell types ........................ 37
  Total standard cell area after synthesis ........................ roughly 6000 um2
  Fraction of registers with async set/reset ........................ approximately 14%
  Synthesized area per cell ........................ ~20 um2
  Number of synthesized flops with an enable pin ........................ 128
  Top-area cell type share of the netlist area ........................ roughly 64%
  Cell type with the largest total area ........................ sky130_fd_sc_hd__edfxtp_1
  Top area cells in the synthesized netlist ........................ sky130_fd_sc_hd__edfxtp_1 (64%), sky130_fd_sc_hd__mux4_2 (12%), sky130_fd_sc_hd__dfrtp_1 (8.8%), sky130_fd_sc_hd__mux2i_1 (2.7%), sky130_fd_sc_hd__ha_1 (1.7%)

[Place]
  Number of I/O port buffers ........................ 21
  Routability congestion estimate ........................ between 0.8 and 0.9
  HPWL after DPL ........................ ~6900 um

[Drt]
  Via count ........................ about 2900
  Drt initial violations ........................ 169
  Routed length on met1 ........................ approximately 4400 um
  Number of iterations in the first detailed-routing pass ........................ roughly 47
  Top metal layer carrying routed signals ........................ met4
  Diode insertion count for antenna repair ........................ 0
  Total Routed Length ........................ 10880 um
  Count of nets left with antenna violations after detail routing ........................ 0
  Met3 routed wirelength ........................ approximately 1000 um
  Met2 wire length ........................ 5320 um
  Average vias per placed instance ........................ ~5.7
  Mean routed wirelength per cell ........................ approximately 21 um
  DRC violation count after routing ........................ 2

[Final timing]
  Total negative slack ........................ 0 ns
  Final min period ........................ ~2.8 ns
  Fin Hold WS ........................ about 0.50 ns
  Max-slew violation total from the final report ........................ 0
  Post-Route Skew ........................ 0.004624 ns
  Least-Margin Pin Slew ........................ 0.6149 ns
  Relative max-transition margin ........................ around three fifths
  Final setup violation count ........................ 0
  Setup repair after global routing missed its margin ........................ no
  Achievable Freq ........................ around 360 MHz
  Number of failing hold endpoints at the final stage ........................ 0
  Share of the cycle needed by the critical path after routing ........................ between 70% and 80%

[Global route]
  Via count of the first global-routing pass ........................ 3084
  Aggregate global routing overflow ........................ 0
  Largest net degree at the start of global routing ........................ 28
  Wire length of the first global-routing pass ........................ ~17000 um
  Antenna violations before repair ........................ 0
  GRT Util Overall ........................ roughly 21%

[CTS]
  Clock tree from TritonCTS ........................ yes
  Clock transition at the register clock pins on the worst setup and hold paths after CTS ........................ around 0.060 ns
  Clock tree root buffer cell ........................ sky130_fd_sc_hd__clkbuf_16
  Total setup buffers inserted after CTS ........................ 0
  Clock H-tree levels ........................ 4
  CTS Hold Buffers Added ........................ 0
  Clock latency on the worst-skew pair ........................ roughly 0.4 ns
  Clock tree sinks ........................ roughly 150
  Max clock buf depth ........................ 2
  Resized Gates After CTS ........................ 0
  Num CTS Buffers ........................ 17

[Finish]
  Filler Cells Inserted ........................ between 800 and 900
  Most frequent logic cell in the layout ........................ sky130_fd_sc_hd__edfxtp_1
  Logic cell area ........................ roughly 1500 um2
  Sequential cell area ........................ around 4400 um2
  Share of layout cells above drive strength 1 ........................ 24.59%
  Highest-count cells in the layout ignoring fill and taps ........................ sky130_fd_sc_hd__edfxtp_1 (128), sky130_fd_sc_hd__mux4_2 (32), sky130_fd_sc_hd__buf_4 (23), sky130_fd_sc_hd__dfrtp_1 (21), sky130_fd_sc_hd__clkdlybuf4s50_1 (21)
  Area growth, synth to finish ........................ 17.53%

[Setup path]
  Cells along the critical path ........................ or4_4 > nor2_1 > clkdlybuf4s50_1
  Cell with the biggest individual delay on the critical path ........................ sky130_fd_sc_hd__or4_4
  Critical Path Start Type ........................ flop
  Combined buffer and inverter count along the critical path ........................ 1
  Max stage delay on crit path ........................ between 0.6 and 0.7 ns
  Crit Path Category ........................ flop to output pin
  Worst-path maximum fanout ........................ 5
  Required time reported for the critical path endpoint ........................ around 2.9 ns
  Cell family contributing the most delay on the critical path ........................ simple AND/OR/NAND/NOR gates
  CP endpoint kind ........................ output pin
  Arrival @ worst endpoint ........................ 2.05 ns

[Hold path]
  Type of the most critical hold path ........................ flop to flop

[Job]
  Number of warnings in the stage logs ........................ 28
  Max-cap viol count ........................ 0

[Power and ir drop]
  Cell area power density ........................ about 780 nW/um2
  Pleak ........................ approximately 2.4 nW
  Worst vdd rail ir drop ........................ slightly below 400 uV

----------------------------------------------------
[state kept, by name, indices dropped and copies added (netlist names)]
| register | flops |
|---|---|
| data_out | 8 |
| rd_addr | 4 |
| count | 5 |
| wr_addr | 4 |
| fifo | 128 |
[kinds of logic (layout without fill, tap and decap cells)]
group / count (synthesis) / in the layout / synth area share [%]
compound gates: 21 / 21 / 3.255
xor+xnor: 9 / 9 / 1.314
fa+ha+maj: 9 / 9 / 2.003
buf+inv: 17 / 78 / 1.523
flops: 149 / 149 / 72.86
mux: 51 / 51 / 15.25
simple gates: 49 / 49 / 3.797
[area by class of cell]
cell class,count,share of cell area (%)
Inverter,2,0.1065
Timing Repair Buffer,44,5.432
Multi-Input combinational cell,139,21.80
Clock inverter,8,1.438
Tap cell,143,2.539
Sequential cell,149,61.99
Clock buffer,24,6.693
[stage by stage]
step / power (mW) / std cells / area [um2] / worst slack [ns] / utilization (%)
finish: 5.520 / 509 / 7048 / 0.8305 / 60.94
global route: 5.804 / 509 / 7048 / 0.7508 / 60.94
CTS: 5.595 / 509 / 7048 / 0.8092 / 60.94
detailed placement: 3.899 / 477 / 6475 / 0.6461 / 55.99
global placement: 3.882 / 477 / 6475 / 0.6669 / 55.99
floorplan: 3.414 / 305 / 5997 / 1.274 / -
[worst register-to-register path, delay by kind of cell, from the launching register on]
family / cells / cell delay, ns
multiplexers: 1 / 0.35
AND-OR/OR-AND: 2 / 0.67
flip-flops: 1 / 0.45
AND/OR/NAND/NOR: 1 / 0.62
[power by group]
group | total [mW] | leakage (nW) | switching, mW | internal, mW
clock | 1.69 | 0.272 | 0.631 | 1.05
combinational | 1.50 | 0.739 | 0.715 | 0.780
sequential | 2.34 | 1.41 | 0.192 | 2.15
total | 5.52 | 2.42 | 1.54 | 3.98
[per-layer routing]
layer  GRT usage [%]  vias up
li1                -     1323
met1           35.10     1441
met2           31.96      106
met3           9.861        8
met4           2.162        0
met5               0        -
[final timing paths]
path	startpoint	end	slack, ns	depth (start not counted)
worst max-delay path	count[0]	empty	0.83	3
min in group asynchronous	rst_n	count[1]	0.67	2
max in group asynchronous	rst_n	wr_addr[3]	2.70	2
worst min-delay path	data_out[1]	data_out[1]	0.50	2
worst min register to register	data_out[1]	data_out[1]	0.50	2
worst max register to register	count[0]	count[2]	1.40	4
[cell usage after synthesis, types with 2 or more instances]
library cell / instances
sky130_fd_sc_hd__mux2_2: 3
sky130_fd_sc_hd__o221ai_1: 7
sky130_fd_sc_hd__mux2i_1: 16
sky130_fd_sc_hd__buf_2: 7
sky130_fd_sc_hd__a21oi_1: 2
sky130_fd_sc_hd__xnor2_1: 8
sky130_fd_sc_hd__edfxtp_1: 128
sky130_fd_sc_hd__ha_1: 8
sky130_fd_sc_hd__nor2_1: 14
sky130_fd_sc_hd__nor2b_1: 3
sky130_fd_sc_hd__nand2b_1: 4
sky130_fd_sc_hd__nand4_1: 2
sky130_fd_sc_hd__inv_1: 2
sky130_fd_sc_hd__nor3_1: 4
sky130_fd_sc_hd__nand2_1: 18
sky130_fd_sc_hd__buf_4: 3
sky130_fd_sc_hd__dfrtp_1: 21
sky130_fd_sc_hd__mux4_2: 32
sky130_fd_sc_hd__a21o_1: 3
sky130_fd_sc_hd__buf_1: 3
Power is estimated from default activity; no workload was simulated.
