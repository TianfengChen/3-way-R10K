--- flow/config.mk ---
export PLATFORM = sky130hd
export DESIGN_NAME = sram
export DESIGN_NICKNAME = sram
export VERILOG_FILES = /design/flow/design.v
export SDC_FILE = /design/flow/constraint.sdc
export NUM_CORES = 4
export LEC_CHECK = 1
export CORE_UTILIZATION = 50
export SYNTH_MEMORY_MAX_BITS = 65536
--- flow/constraint.sdc ---
current_design sram

set clk_period 448.9
set clk_io_pct 0.2

create_clock -name clk0 -period $clk_period [get_ports {clk}]

set non_clock_inputs [all_inputs -no_clocks]
set_input_delay [expr $clk_period * $clk_io_pct] -clock clk0 $non_clock_inputs
set_output_delay [expr $clk_period * $clk_io_pct] -clock clk0 [all_outputs]
--- flow/design.v ---
`timescale 1ns/100ps
module sram #(
	parameter WIDTH = 256,
	parameter DEPTH = 64
)
(
 	input								clk,
 	input 		[WIDTH-1:0] 			wr_data,
	input 		[$clog2(DEPTH)-1:0] 	addr,
	input								wen,
 	output	reg [WIDTH-1:0] 			rd_data
);
	reg [WIDTH-1:0] ram [0:DEPTH-1];
	always@(posedge clk) begin
		if(wen)
			rd_data <= wr_data;
		else
			rd_data <= ram[addr];
	end
	always@(posedge clk) begin
		if(wen) begin
			ram[addr] <= wr_data;
		end
	end
endmodule
--- flow/run.sh ---
#!/bin/bash
# OpenROAD 26Q1-2900-gdf79404cd8, Yosys 0.63+post, stock flow scripts
make -C /OpenROAD-flow-scripts/flow DESIGN_CONFIG=/design/flow/config.mk WORK_HOME=/design/flow/orfs finish
==> metrics.csv <==
metric;value;unit
most used logic cell in the final layout;edfxtp_1;
number of flip-flops in the largest register;16384;
Worst Hold Depth;1;
Top Registers;ram: 16384 flops;
class of the worst hold path;in -> reg;
Yosys chip area;620400;µm²
Max Cap Violations;0;
Worst Path Arrival;9.71;ns
WL per Instance;36.52;µm
Init Core Util;50.22;%
Yosys reg bits;16390;
post_cts resized;0;
count of hold buffers inserted by post-cts repair;0;
first-pass GRT wire length;2489000;µm
layout cells sized above 1;21.23;%
clock tree buffer depth;6;
Biggest register;ram;
# Cells Yosys;28748;
I/O pin total;520;
cells after synthesis;28748;
core area;1235000;µm²
Syn Std Cell Area;620400;µm²
# Post-CTS Setup Buffers;0;
Via density;6.318;
drt first pass iters;20;
FILL cells;88009;
Final Wtd Congestion;0.8431;
post-route core utilization;56.91;%
initial antenna violation count;137;
synthesized area per cell;21.58;µm²
DR iter-0 viols;20321;
cycle use final;22.16;%
OpenROAD warning count;27;
Area Overhead vs Synth;13.32;%
Final ANT Viol Nets;0;
Hold EP;ram[62][60];
die area;1245000;µm²
Peak VDD IR;0.000003874;V
CTS Sinks;16390;
IO buf count;519;
crit path kind;reg -> out;
Total GRT Usage;32.39;%
maximum clock frequency;10.05;MHz
status;complete, no violations;
CP required;359.12;ns
setup tns final;0;ns
vias in the first global route;333635;
minimum clock period;99.49;ns
Slew Viols, Final;0;
Rows;408;
Distinct cells, synth;46;
RSZ-0062 raised after global routing;no;
actual slew at the worst max-slew pin;1.238;ns
CP endpoint kind;output pin;
Post-synth seq share;79.32;%
Post-DP HPWL;1010000;µm
Tot Pwr;3.197;mW
die x size;1116;µm
final hold vios;0;
setup violators final;0;
Leakage;226.4;nW
Num CTS Buffers;1717;
Die Ht;1116;µm
PD cells;4.547;nW/µm²
Root Driver;clkbuf_16;
most frequent cells in the layout;edfxtp_1, mux2i_1, mux4_2;
CTS tree;done;
pin count of the biggest net entering global routing;92;
Reg clk slew, reported paths;0.06;ns
crit-path max FO;37;
count of warnings emitted by yosys;1;
Via Count;307776;
CP Launch Type;flop;
Routed WL;1779000;µm
CTS H-tree lvls;7;
total grt overflow;0;
worst hold start;wr_data[60];
residual DRC count;0;
relative slew slack;17.27;%
==> layout make-up <==
type / count / area [µm²] / share of cell area (%)
antenna: 103 / 257.7 / 0.03666
clock buffer: 2084 / 44640 / 6.349
clock inverter: 968 / 8212 / 1.168
multi-input combinational: 10664 / 120800 / 17.18
sequential: 16390 / 492100 / 69.99
tap: 16400 / 20520 / 2.919
timing repair buffer: 2105 / 16540 / 2.352
==> where the power goes <==
part	internal [mW]	total, mW	switching [mW]
sequential	1.69	1.70	0.00232
combinational	0.0523	0.153	0.101
clock	0.778	1.35	0.569
==> cell families after synthesis <==
kind of cell / synth area share [%]
DFF: 79.32
muxes: 14.07
AOI/OAI and AO/OA: 3.947
buffers and inverters: 1.328
and+or+nand+nor: 1.335
==> synth_stat cells (all sizes together) <==
master | number | area share (%)
edfxtp | 16384 | 79
mux2i | 2894 | 4.7
mux4 | 2532 | 9.2
a22oi | 1447 | 1.8
buf | 1014 | 0.92
o22ai | 768 | 0.77
clkbuf | 680 | 0.41
a211oi | 629 | 0.76
nand2 | 521 | 0.32
nand3 | 408 | 0.33
and3 | 257 | 0.26
o21ai | 231 | 0.19
nor2 | 185 | 0.11
o211ai | 164 | 0.20
nor2b | 128 | 0.13
mux2 | 117 | 0.21
or4 | 117 | 0.14
a22o | 114 | 0.16
a31oi | 114 | 0.11
nand3b | 7 | 0.0085
dfxtp | 6 | 0.019
nand2b | 6 | 0.0061
and2 | 4 | 0.0040
nor4b | 3 | 0.0077
or3b | 3 | 0.0042
and3b | 2 | 0.0028
nand4 | 2 | 0.0020
nor3 | 2 | 0.0016
or3 | 2 | 0.0020
nand4b | 1 | 0.0014
nand4bb | 1 | 0.0018
nor3b | 1 | 0.0012
nor4 | 1 | 0.0010
nor4bb | 1 | 0.0016
or2 | 1 | 0.0010
or4b | 1 | 0.0016
==> how the worst max path moves through the flow <==
stage | startpoint | endpoint | slack [ns]
finish | flop | rd_data[144] | 349.41
CTS | flop | rd_data[129] | 349.11
global route | flop | rd_data[129] | 348.70
==> critical path, stage by stage, from the launching register on <==
cell             delay [ns]
dfxtp_4                0.55
buf_4                  0.44
buf_4                  0.56
buf_4                  0.49
buf_4                  0.71
buf_4                  0.55
buf_4                  0.60
buf_4                  0.69
buf_4                  0.58
buf_4                  0.64
buf_4                  0.66
mux4_2                 0.58
a22oi_1                0.29
nand2_1                0.12
and3_1                 0.22
clkdlybuf4s50_1        0.43
==> metal layers <==
layer	wire [µm]	vias up	track usage, %	part of all wire, %
li1	-	126011	-	-
met1	507900	153273	38.13	29
met2	826500	24652	44.98	46
met3	363200	3701	28.17	20
met4	78360	139	10.67	4.4
met5	2890	-	1.673	0.16
==> through the flow <==
| step | instance area (µm²) | worst slack, ns | instances | hold slack (ns) |
|---|---|---|---|---|
| global route | 703000 | 348.70 | 48666 | 88.81 |
| finish | 703100 | 349.41 | 48714 | 88.89 |
| detailed placement | 650000 | 350.53 | 45559 | 90.23 |
| floorplan | 620400 | 340.21 | 28748 | 89.81 |
| global placement | 650000 | 350.49 | 45559 | 90.23 |
| CTS | 702800 | 349.11 | 48611 | 88.80 |
Power and IR drop assume default switching activity.
