$ cat /design/flow/run.sh
#!/bin/bash
# OpenROAD 26Q1-2900-gdf79404cd8, Yosys 0.63+post, stock flow scripts
make -C /OpenROAD-flow-scripts/flow DESIGN_CONFIG=/design/flow/config.mk WORK_HOME=/design/flow/orfs finish
$ cat /design/flow/design.v
`timescale 1ns/100ps
module onehot_enc #(
	parameter WIDTH = 16
)
(
 	input [WIDTH-1:0] in,
	output logic [$clog2(WIDTH)-1:0] out							
);
	always_comb begin
		out = 0;
		for(int i=0;i<WIDTH;i++) begin
			if(in[i])
				out = i;
		end
	end
endmodule
$ cat /design/flow/config.mk
export PLATFORM = sky130hd
export DESIGN_NAME = onehot_enc
export DESIGN_NICKNAME = onehot_enc
export VERILOG_FILES = /design/flow/design.v
export SDC_FILE = /design/flow/constraint.sdc
export NUM_CORES = 4
export LEC_CHECK = 1
export CORE_AREA = 10 10 70 70
export DIE_AREA = 0 0 80 80
$ cat /design/flow/constraint.sdc
current_design onehot_enc

set clk_period 1.9
set clk_io_pct 0.2

create_clock -name clk0 -period $clk_period

set non_clock_inputs [all_inputs -no_clocks]
set_input_delay [expr $clk_period * $clk_io_pct] -clock clk0 $non_clock_inputs
set_output_delay [expr $clk_period * $clk_io_pct] -clock clk0 [all_outputs]
==> results.txt <==
Notes on the flow run.

- The flow ran to the end, and the final reports show no timing, DRC or antenna violations.
- The core region is 3420 µm².
- Per the detail_route report, vias per standard cell equal 2.89.
- Setup repair after global routing left no endpoint under its margin.
- Hold-check failures listed in the final report amount to 0.
- Across all stage logs, warnings added up to 33.
- The analysis attributes to cell leakage a power of approximately 0.00018 µW.
- The worst slew margin relative to its limit is 81.3%, for reference.
- The count of buffers inserted at the top-level ports is 19, for reference.
- The number of sequential storage elements is 0, for reference.
- The die footprint is 6400 µm², for reference.
- For this block, the routed nets add up to 883 µm of wire.
- The final layout report lists a clock buffer count of 0.
- The number of detailed-route iterations in the first pass is 2, for reference.
- The worst setup path is launched from an input port.
- The pin count of the biggest net entering global routing is 5, for reference.
- The total number of yosys warnings is 1, for reference.
- The synthesized netlist has a Yosys-reported chip area of 141 µm².
- Total power for the finished layout comes to between 60 and 70 µW.
- Dividing the synthesized area by the synthesized cell count gives 5.66 µm².
- The routed layout reports a DRC error count of 0.
- Dividing the detail-routed wire length by the instance count gives about 8.8 µm.
- The floorplan has 21 rows.
- The total I/O pin count is 20, for reference.
- The via count is 289, for reference.
- At the worst endpoint, the required time is between 1.5 and 2 ns.
- The pin closest to its max-slew limit shows a slew of 0.278 ns.
- Post-route period utilization is reported as around 96%.
- The max-capacitance violation count is 0, for reference.
- The final-report max-slew violation count is 0, for reference.
- The layout summary lists the proportion of cells stronger than drive strength 1 as 27.8%.
- The path class of the lowest-slack min-delay path is in -> out, for reference.
- Measured along the y axis, the die boundary spans 80 µm.
- The via count of the first global-routing pass was ~310.
- The remaining global-route overflow is 0, for reference.
- The die extent in x is 80 µm, for reference.
- The combined flip-flop and latch cell area is 0 µm², for reference.
- The number of library cell types mapped by synthesis is 15, for reference.
- Per the summary, power density relative to cell area is approximately 150 nW/µm².
- In the Yosys report the total cell count is 25.
- The post-route minimum period is 1.83 ns, for reference.
- After routing, the total negative slack on setup checks comes to 0 ns.
- The highest supply drop recorded on VDD is 16.6 µV.
- The type of destination of the critical path is an output pin, for reference.
- The critical path start-end classification is in -> out, for reference.
- For this configuration, the core starts out at a cell density of under 10%.
- The first global-routing pass estimated approximately 1400 µm of wire.
- In the global route stage, overall resource usage came out at under 10%.
- The maximum clock rate is 0.546 GHz, for reference.
- After synthesis, flip-flops and latches occupy 0% of the total area.
- The area growth from synthesis to layout is 222%, for reference.
- Synthesis produced a netlist whose cell count is 25.
- The final weighted congestion in routability-driven placement is 0.783, for reference.
- The worst endpoint data arrival time is about 1.5 ns, for reference.
- The critical path starts at in[9].
- The antenna cell count is 0, for reference.
- OpenSTA lists the critical path endpoint as out[0].
- The netlist area before placement is about 140 µm², for reference.
- The detailed router's first-iteration violation count is 14, for reference.
- The number of antenna violations at the first check in global routing was 0.
- The antenna violation net count after detailed routing is 0, for reference.
- The final timing report counts setup violations totalling 0.
- Per the timing report, the biggest fanout along the worst path comes to 2.
-- Yosys cell counts, drive strengths merged --
cell type | n | share of area, %
a221o | 1 | 7.1
a311o | 1 | 7.1
o21ai | 2 | 7.1
nor3 | 1 | 3.5
or3b | 1 | 6.2
nor2b | 1 | 4.4
nor4 | 2 | 8.8
nand3 | 1 | 3.5
a311oi | 1 | 6.2
nand2 | 1 | 2.7
inv | 1 | 2.7
o311ai | 1 | 6.2
nand2b | 2 | 8.8
a31oi | 1 | 4.4
nor2 | 8 | 21
-- report_power, final --
part | internal [µW] | total (µW) | switching [µW]
Clock | 0 | 0 | 0
Combinational | 41.9 | 68.6 | 26.7
Sequential | 0 | 0 | 0
Total | 41.9 | 68.6 | 26.7
-- what timing repair did --
action,CTS,global route
setup buffers,1,0
endpoints found under the setup margin,4,2
endpoints found under the hold margin,0,0
hold buffers,0,0
pin swaps,9,2
resized,24,4
-- worst max-delay path, cell delays in order --
cell and delay, ns:
dlygate4sd2_1 0.24, or3b_1 0.37, a311oi_1 0.27, a31oi_1 0.06, buf_2 0.12
-- layout make-up --
class              count  area [µm²]
well taps             46        57.6
repair buffers        29         235
fillers              398        2960
multi-input cells     24         159
inverters              1        3.75
-- how the worst min path moves through the flow --
stage	to	start	cells past startpoint	slack, ns
final	out[0]	in[6]	4	1.29
after global routing	out[0]	in[6]	4	1.33
after CTS	out[0]	in[6]	4	1.31
-- metal layers --
metal	wire length, µm	up-vias	GRT usage, %
li1	-	156	-
met1	378	122	3.36
met2	419	11	4.49
met3	84	0	0.568
met4	0	0	0
met5	0	-	0
-- cells in the final DEF, fill, tap and decap left out, drive strengths merged --
master	n
clkdlybuf4s50	1
o21ai	2
nand3	1
dlygate4sd2	16
nor2b	1
buf	11
a311oi	1
nand2b	2
nor4	2
nor2	8
nand2	1
a221o	1
a31oi	1
nor3	1
a311o	1
or3b	1
clkbuf	1
inv	1
o311ai	1
-- logic make-up (layout without fill, tap and decap cells) --
family | Yosys count | count (layout) | share of synthesized area (%)
AND-OR/OR-AND | 7 | 7 | 38.1
AND/OR/NAND/NOR | 17 | 17 | 59.3
buffers and inverters | 1 | 30 | 2.65
-- stage by stage --
step | util, % | area (µm²) | worst slack [ns] | cells | hold WS, ns
2_1_floorplan | - | 141 | 0.502 | 25 | 0.814
3_3_place_gp | 13.4 | 457 | -0.455 | 99 | 1.87
3_5_place_dp | 13.4 | 457 | -0.462 | 99 | 1.87
4_1_cts | 13.3 | 454 | 0.00630 | 100 | 1.31
5_1_grt | 13.3 | 455 | 0.00357 | 100 | 1.33
6_report | 13.3 | 455 | 0.0686 | 100 | 1.29
Power figures rest on the tool's default switching activity, not on a simulated workload.
