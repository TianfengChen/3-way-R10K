==> design/flow/design.v <==
`timescale 1ns/100ps
module mult(
	input 			clk,				
	input 			rst_n,				
	input 			pipe_flush,				
	input 	[63:0] 	a,				
	input 	[63:0] 	b,				
	output 	[63:0] 	result				
);
	wire [63:0] result_tmp;
	reg [63:0] pipe_reg_0;
	reg [63:0] pipe_reg_1;
	assign result_tmp = a*b;
	assign result = pipe_reg_1;
	always@(posedge clk or negedge rst_n) begin
		if(~rst_n) begin
			pipe_reg_0 <= 0;
			pipe_reg_1 <= 0;
		end
		else if(pipe_flush) begin
			pipe_reg_0 <= 0;
			pipe_reg_1 <= 0;
		end
		else begin
			pipe_reg_0 <= result_tmp;
			pipe_reg_1 <= pipe_reg_0;
		end
	end
endmodule  
==> design/flow/run.sh <==
#!/bin/bash
# OpenROAD 26Q1-2900-gdf79404cd8, Yosys 0.63+post, stock flow scripts
make -C /OpenROAD-flow-scripts/flow DESIGN_CONFIG=/design/flow/config.mk WORK_HOME=/design/flow/orfs finish
==> design/flow/config.mk <==
export PLATFORM = sky130hd
export DESIGN_NAME = mult
export DESIGN_NICKNAME = mult
export VERILOG_FILES = /design/flow/design.v
export SDC_FILE = /design/flow/constraint.sdc
export NUM_CORES = 4
export LEC_CHECK = 1
export CORE_UTILIZATION = 30
==> design/flow/constraint.sdc <==
current_design mult

set clk_period 1.0
set clk_io_pct 0.2

create_clock -name clk0 -period $clk_period [get_ports {clk}]

set non_clock_inputs [all_inputs -no_clocks]
set_input_delay [expr $clk_period * $clk_io_pct] -clock clk0 $non_clock_inputs
set_output_delay [expr $clk_period * $clk_io_pct] -clock clk0 [all_outputs]
==> results_slide.txt <==
Physical Implementation Snapshot

Status
  • Status: complete, but fails checks
  • Failing checks: setup timing

Critical path
  • Critical path buffer and inverter count: 8
  • R2R Setup Slk: 0.27 ns
  • CP Max Fanout: 11
  • CP max-delay cell: fa_1
  • Critical Path RT: 1.36 ns
  • Critical path data arrival time: 8.44 ns
  • Crit path top cell by count: fa_1
  • R2R cell count: 2
  • Crit end category: register
  • Critical Path Source Type: input pin
  • Max stage delay on crit path: 0.57 ns
  • Critical setup path kind: in2reg
  • WP depth: 30
  • CP delay by family, top: adder cells

Layout
  • Top cell excl fill/tap: inv_1
  • Top logic cells by instance count in the layout: inv_1 (1856), fa_1 (1700), nand2_1 (1169)
  • Final std cells w/o fill: 11200
  • Final Cell Area: 86400 sq um
  • Fraction of layout cells with a size suffix above 1: 21.8%
  • Area grow syn2layout: 28.5%
  • Filler instances: 21500

Synthesis
  • Dominant register cell: dfrtp_1
  • Yosys chip area: 67300 sq um
  • Main area contributors: fa_1 (54%), inv_1 (11%), and2_1 (8.5%), nand2_1 (6.8%), ha_1 (5.8%)
  • Syn_area_per_cell: 9.07 sq um
  • Post-synth regs: 128
  • Post-synth ARST share: 100%
  • Post-synth EDFFs: 0
  • Cell count after synthesis: 7419
  • Post-synth seq share: 4.76%
  • Yosys cell types: 59
  • Cell accounting for the most synthesized area: fa_1
  • Synth Warn #: 1
  • Area share, top type: 54.5%
  • Synth Cell Area: 67300 sq um
  • # Cells Yosys: 7419

Min path
  • Hold Crit Depth: 3
  • Worst min-delay path category: in2reg

Clocking
  • Num CTS Buffers: 17
  • Longest Clk Path Bufs: 2
  • Clock net sink count: 128
  • CTS Root Cell: clkbuf_16
  • Clock Pin Slew Worst Setup and Hold Paths: 0.07 ns
  • CTS tree: done
  • Insertion delay at the late pin of the worst-skew pair: 0.47 ns
  • H-tree depth: 4

Floorplanning
  • Core ar.: 223000 sq um
  • Die X: 476 um
  • Die H: 476 um
  • Chip area: 226000 sq um
  • # rows: 173
  • Floorplan utilization: 30.2%
  • # IOs: 195

Detailed routing
  • Antenna Nets Post-Route: 0
  • DRC Markers: 0
  • Vias/cell: 4.53
  • Vias post-DR: 50900
  • Violation tally from detailed-route iteration zero: 1963
  • Post-Route WL: 241 mm
  • DR pass1 iterations: 5
  • DR WL/cell: 21.4 um

Global routing
  • Global-route wire length before repair: 359 mm
  • Vias in the first global route: 56600
  • Largest net degree at the start of global routing: 37
  • GRT Util Overall: 22.9%
  • Initial antenna violation count: 17
  • Total congestion overflow: 0

Timing
  • Skew final: 0.0128 ns
  • Final Slew Violations: 0
  • PnR worst setup slack: -7.08 ns
  • Total Neg Setup Slack: -405.85 ns
  • Fin crit period: 8.08 ns
  • Slew @ Worst Pin: 0.926 ns
  • Fmax: 124 MHz
  • RSZ-0062 raised after global routing: true
  • Final hold vios: 0
  • Final setup viols: 255
  • Period utilization: 808%
  • Rel. slew slack: 38.1%

Job
  • Log Warnings: 28
  • Maxcap violations: 0

Placed design
  • Routability congestion estimate: 0.983
  • DP Wirelength: 196 mm
  • Port bufs: 194
  • DP Cell Count: 11000
  • Placed Instance Area: 80000 sq um
## final cells by class
class	count	area, sq um	area share [%]
Multi-Input combinational cell	4908	58100	67.2
Timing Repair Buffer	1261	13500	15.7
Inverter	1934	7260	8.40
Tap cell	2975	3720	4.31
Sequential cell	128	3200	3.71
Clock buffer	17	425	0.492
Clock inverter	15	160	0.185
Antenna cell	8	20.0	0.0232
## state kept, by name, indices dropped and copies added, names as in the netlist
register,cells
pipe_reg_1,64
pipe_reg_0,64
## repair_timing
action | CTS | global route
pin swaps | 270 | 245
cloned | 27 | 10
resized | 739 | 337
setup buffers | 124 | 87
setup endpoints to repair | 127 | 255
hold endpoints to repair | 129 | 0
hold buffers | 6 | 0
## routing by layer
| metal | GRT usage (%) | vias to the layer above | share of wire (%) |
|---|---|---|---|
| li1 | - | 22400 | - |
| met5 | 1.00 | - | 0.17 |
| met1 | 29.3 | 25900 | 37 |
| met3 | 14.7 | 362 | 16 |
| met2 | 32.8 | 2272 | 43 |
| met4 | 5.05 | 28 | 3.2 |
## cells by family after synthesis
kind of cell	Yosys count	synth area share, %
buffers and inverters	2383	13.3
adders and majority gates	2142	60.3
DFF	128	4.76
muxes	3	0.0502
and+or+nand+nor	2375	17.2
xor gates and xnor gates	175	2.28
AOI/OAI and AO/OA	213	2.09
## final timing paths
check / from / endpoint
max in group asynchronous: rst_n / pipe_reg_1[7]$_DFF_PN0_
hold reg to reg: pipe_reg_0[24]$_DFF_PN0_ / pipe_reg_1[24]$_DFF_PN0_
setup / recovery: b[38] / pipe_reg_0[62]$_DFF_PN0_
min in group asynchronous: rst_n / pipe_reg_1[30]$_DFF_PN0_
hold / removal: pipe_flush / pipe_reg_0[55]$_DFF_PN0_
setup reg to reg: pipe_reg_0[39]$_DFF_PN0_ / pipe_reg_1[39]$_DFF_PN0_
## synth_stat cells (6+ instances only)
library cell and instances:
a21o_1 38, a21oi_1 73, a31oi_1 11, and2_1 914, and3_1 10, buf_2 7, clkbuf_1 441, dfrtp_1 128
fa_1 1831, ha_1 311, inv_1 1934, nand2_1 1213, nand2b_1 8, nand3_1 12, nand4_1 17, nor2_1 85
nor2b_1 76, nor3_1 17, nor4_1 6, o21ai_0 32, o21bai_1 14, xnor2_1 133, xor2_1 42
## through the flow
step / hold slack (ns) / setup slack, ns / utilization [%]
2_1_floorplan: -0.0956 / -6.92 / -
4_1_cts: 0.0485 / -7.04 / 38.1
3_3_place_gp: 0.0855 / -8.08 / 36.0
3_5_place_dp: 0.0844 / -8.11 / 36.0
5_1_grt: 0.0741 / -7.35 / 38.8
6_report: 0.0863 / -7.08 / 38.8
## worst reg2reg max path, cell delays in order, from the launching register on
cell and delay, ns:
dfrtp_1 0.37, nor2b_1 0.12, buf_4 0.13
